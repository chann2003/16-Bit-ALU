## constraint.sdc

```tcl
current_design ALU

set clk_period 10.2
set clk_io_pct 0.2

create_clock -name clk0 -period $clk_period [get_ports {clk}]

set non_clock_inputs [all_inputs -no_clocks]
set_input_delay [expr $clk_period * $clk_io_pct] -clock clk0 $non_clock_inputs
set_output_delay [expr $clk_period * $clk_io_pct] -clock clk0 [all_outputs]
```

## design.v

```verilog
`timescale 1ns / 1ps
module ALU(
input clk,
input [15:0]a,b,
input [3*8:0] op,
output  reg [31:0]out
    );
wire [15:0]z1,z2,z3;
reg [15:0] a1, a2, a3, b1, b2, b3;
reg [1:0] sel;
wire Cout;
always @(a,b,op)
if(  op == "" || op == "|" || op == "&" || op == "&" || op == "~|" ||
     op == "^" || op == "~^" || op == ">>" || op == "<<" || op == "asr" || 
     op == "asl" || op == "ror" || op == "rol" || op == "cmp" )
 sel = 2'b00;
else if(op == "+" || op == "-")
    sel = 2'b01;
else if( op == "*" )
    sel = 2'b10;
logical L(a1, b1, op, z1);
arithmetic AA1( a2,b2,op,z2,Cout);
multiplier M( clk,a3, b3, z3);
always @(*)
case(sel)
2'b00 : begin
        a1 = a;
        a2 = 0;
        a3 = 0;
        b1 = b;
        b2 = 0;
        b3 = 0;
        out[15:0] = z1;
        out[31:16] = 0;
        end
2'b01  : begin
        a1 = 0;
        a2 = a;
        a3 = 0;
        b1 = 0;
        b2 = b;
        b3 = 0;
        out[15:0] = z2;
        out[16] = Cout;
        out[31:17] = 0;
        end     
2'b10 :  begin
        a1 = 0;
        a2 = 0;
        a3 = a;
        b1 = 0;
        b2 = 0;
        b3 = b;
       out = z3;
        end            
default : out = 0;
endcase
endmodule
`timescale 1ns / 1ps
module arithmetic(
input [15:0] A,
input [15:0] B,
input [8:0] sel,
output reg [15:0] Sum,
output reg Cout
    );
wire [15:0] B_comp;
twos_comp TC(B,B_comp);
reg [15:0] b;
wire [15:0] S1;
wire c1;
adder A1( A, b, S1, c1);
always @(*)
case(sel)
"+" : begin
        b = B;
        Sum = S1;
        Cout = c1;
      end
"-" : begin
        b = B_comp;
        Sum = S1;
        Cout = 0;
      end       
default : begin
        Sum = 0;
        Cout = 0;
        end       
endcase 
endmodule
module adder(
input [15:0] A,
input [15:0] B,
output [15:0] Sum,
output Cout
    );
wire [2:0] cout_cla;
wire Cin;
assign Cin = 0;
carry_look_ahead CLA1(A[3:0],B[3:0], Cin, cout_cla[0]);
carry_look_ahead CLA2(A[7:4],B[7:4], cout_cla[0], cout_cla[1]);
carry_look_ahead CLA3(A[11:8],B[11:8], cout_cla[1], cout_cla[2] );  
carry_look_ahead CLA4(A[15:12],B[15:12], cout_cla[2], Cout );
ripple_carry_adder RCA1(A[3:0], B[3:0], Cin, Sum[3:0]);
ripple_carry_adder RCA2(A[7:4], B[7:4],cout_cla[0], Sum[7:4]);
ripple_carry_adder RCA3(A[11:8], B[11:8], cout_cla[1], Sum[11:8]);
ripple_carry_adder RCA4(A[15:12], B[15:12], cout_cla[2], Sum[15:12]);  
endmodule
module full_adder(
input a, b, cin,
output sum, cout
);
    assign sum = a ^ b ^ cin;
    assign cout = (a & b) | (b & cin) | (cin & a);
endmodule
module ripple_carry_adder(
    input [3:0] a, b,
    input cin,
    output [3:0] sum
);
    wire [3:0] c;
    full_adder FA1(a[0], b[0], cin, sum[0], c[0]);
    full_adder FA2(a[1], b[1], c[0], sum[1], c[1]);
    full_adder FA3(a[2], b[2], c[1], sum[2], c[2]);
    full_adder FA4(a[3], b[3], c[2], sum[3], c[3]);
endmodule
module carry_look_ahead(
input [3:0]a,b,
input Cin,
output Cout1);
wire [3:0]p,g;
assign p = a^b;
assign g = a&b;
assign Cout1 =  g[3] | (p[3] & g[2]) | (p[3] & p[2] & g[1]) | (p[3] & p[2] & p[1] & g[0]) | (p[3] & p[2] & p[1] & p[0] & Cin);
endmodule
module twos_comp(
input [15:0]B,
output [15:0]B_comp
);
assign B_comp = ~B + 1'b1;
endmodule
`timescale 1ns / 1ps
module logical(
input [15:0] a,b,
input [3*8:0] sel,
output reg [15:0] x
    );
 always@(*)
begin
    case(sel)
    "~": 
            x=~a;
    "|": 
            x=a|b;
    "&": 
            x=a&b;
    "~&": 
            x=~(a&b);
    "~|": 
            x=~(a|b);
    "^": 
            x=a^b;
    "~^": 
            x=~(a^b);
    "<<": 
            x=a<<1;
    ">>": 
            x=a>>1;
    "asl": 
            x={a[14:0],1'b0};
    "asr": 
            x={a[15],a[15:1]};
    "rol": 
            x={a[14:0],a[15]};
    "ror": 
            x={a[0],a[15:1]};  
    "cmp": 
            if(a>b)
                x=1;
             else if(a<b)
                x=16'hffff;
             else
                x=0;  
     default:
            x=0;
     endcase
end
endmodule
`timescale 1ns / 1ps
module multiplier( input clk, input[15:0]A1, B1, output reg [31:0] C);
integer i;
reg [31:0]A2;
reg [15:0]B2;
always@(posedge clk )
begin
		C=0;
		A2[15:0]=A1;
		A2[31:16]=0;
		B2=B1;
        for (i=0;i<15;i=i+1)
        begin
			if(B1[i]==1'b0)
			begin
				C=C+0;
			end
			else if (B1[i]==1'b1)
			begin
				C=C+(A1<<i);
			end
		end
end
endmodule
```

## run.sh

```bash
#!/bin/bash
# OpenROAD 26Q1-2900-gdf79404cd8, Yosys 0.63+post, stock flow scripts
make -C /OpenROAD-flow-scripts/flow DESIGN_CONFIG=/design/flow/config.mk WORK_HOME=/design/flow/orfs finish
```

## config.mk

```make
export PLATFORM = sky130hd
export DESIGN_NAME = ALU
export DESIGN_NICKNAME = ALU
export VERILOG_FILES = /design/flow/design.v
export SDC_FILE = /design/flow/constraint.sdc
export NUM_CORES = 4
export LEC_CHECK = 1
export CORE_UTILIZATION = 40
```

==> results_dict.tcl <==
# place-and-route summary
set metrics [dict create \
    outcome "finished, final reports clean" \
    slowest_delay_ns 0.72 \
    yosys_area_um2 12500 \
    cp_num_buf_inv 3 \
    hold_slack_ns 3.31 \
    yosys_warnings 6 \
    critPathKind "input port to output pin" \
    routed_wl_um 37400 \
    critPathRequiredTime_ns 8.16 \
    via_count 11600 \
    grt_usage_pct 24.1 \
    final_area_um2 13600 \
    netlist_area_um2 12500 \
    unconstrained_endpoints 129 \
    clock_path_buffers 2 \
    post-route-min-period_ns 7.80 \
    slew_violations 0 \
    placementRows 64 \
    synth_cells 1672 \
    lay_top_cells "ha_1, nand2_1, a21oi_1" \
    p_sw_share_pct 24.1 \
    final_layout_top_logic_cell "ha_1" \
    path_cells "clkdlybuf4s50_1 > nor4_1 > nand3_1 > nor2_1 > nand3_1 > buf_4 > or3_1 > nand2_1 > o21a_1 > o21ai_0 > a21oi_1 > clkdlybuf4s50_1" \
    slowest_stage "or3_1" \
    whs_path_depth 3 \
    ant_nets 0 \
    grt_pass1_vias 10600 \
    ys.flop_type "dlxtn_1" \
    pwr-share-seq_pct 32.4 \
    wl_per_cell_um 17.8 \
    endpoint_kind "output pin" \
    fin_ws_ns 2.40 \
    grt_max_degree 85 \
    fmax_mhz 128 \
    dp_hpwl_um 29900 \
    yosys_cells 1672 \
    edf_count 0 \
    synth.distinct_cells 85 \
    slew_headroom_pct 45.5 \
    post_cts_buffers 0 \
    p_sw_w 0.0000477 \
    cts_buffers 3 \
    cts_hold_buf 0 \
    place_congestion 0.985 \
    syn_area_per_cell_um2 7.45 \
    placed_cell_area_um2 13600 \
    vias_per_cell 5.50 \
    max-vdd-ir-drop_v 0.0000385 \
    cts.clk_slew.worst_paths_ns 0.05 \
    cts_tree "done" \
    clkPwrFrac_pct 43.3 \
    area_delta_synth_final_pct 9.56 \
    worst_slew_pin_slew_ns 0.816 \
    dr.pass1.iters 5 \
    tns_ns 0 \
    layout-drive-gt1-share_pct 3.69 \
    powerDensity_nw_per_um2 14.5 \
    crit_family "simple AND/OR/NAND/NOR gates" \
    hp-class "register to output pin" \
    rsz0062_at_grt "false" \
    drtIter0Drc 836 \
    drcViolationCount 0 \
    hp-start "M.C[2]" \
    root_buffer "clkbuf_16" \
    initial_core_util_pct 40.7 \
    stdcell_count 2106 \
    tool_warnings 62 \
    ys_ff 129 \
    comb_power_share_pct 24.3 \
    startpoint_type "input port" \
    die_width_um 178 \
    chipArea_um2 31800 \
    ctsHtreeMaxLevel 1 \
    setup_viol 0 \
    port_buffers 74 \
    min_to "out[2]" \
    grt-ovfl-total 0 \
    power.leakage_nw 5.94 \
    io_pins 90 \
    path_max_fanout 22 \
    dp_slack_ns 2.45 \
    core_um2 30600 \
    ctsResizeCount 0 \
    dp_cells 2100 \
    dieHeight_um 178 \
    async_flop_share_pct 0 \
    internal_power_w 0.000150 \
    hold_violations 0 \
    fillers 3094 \
    antenna_found_initial 0 \
    max_cap_viol_count 0 \
    cp_data_arrival_time_ns 5.76 \
    unclocked_regs 113 \
    finalCritPeriodShare_pct 76.5 \
    grt_pass1_wl_um 58300 \
]
## registers in the layout, indices dropped and copies added (netlist names), 15 cells and up
signal	flops
b2	16
a2	16
a3	16
a1	16
b1	16
b3	15
M.C	16
AA1.b	16
## layer usage
metal / share of wire (%) / routed length [um] / GRT usage, %
met5: 0 / 0 / 0
met3: 5.9 / 2220 / 3.50
met1: 50 / 18700 / 37.5
met2: 43 / 15900 / 36.1
met4: 1.5 / 567 / 3.50
## metrics by stage
stage / total power [W] / util (%)
floorplan: 0.0000808 / -
global placement: 0.000113 / 44.3
detailed placement: 0.000113 / 44.3
CTS: 0.000201 / 44.6
global route: 0.000206 / 44.6
finish: 0.000198 / 44.6
## Yosys cell counts (4+ instances only)
cell / count / share of area, %
clkbuf_1: 50 / 1.5
xnor2_1: 64 / 4.5
nor3_1: 27 / 1.1
a31oi_1: 12 / 0.60
a21o_1: 33 / 2.0
ha_1: 173 / 17
nand2b_1: 25 / 1.3
a21oi_1: 143 / 5.7
o2111ai_1: 16 / 1.1
or3_1: 12 / 0.60
nor4_1: 11 / 0.55
and3_1: 11 / 0.55
nand3b_1: 6 / 0.36
nand3_1: 25 / 1.0
o211ai_1: 6 / 0.36
o31ai_1: 11 / 0.66
xor2_1: 35 / 2.5
a41oi_1: 4 / 0.28
a211o_1: 4 / 0.28
nand2_1: 171 / 5.2
dlxtn_1: 113 / 14
o21ai_0: 88 / 3.5
mux2_2: 17 / 1.5
o21ai_1: 16 / 0.64
dfxtp_1: 16 / 2.6
nor2b_1: 52 / 2.6
buf_1: 5 / 0.15
a211oi_1: 6 / 0.36
o221ai_1: 16 / 1.1
o21a_1: 25 / 1.5
or4_1: 5 / 0.30
mux2i_1: 15 / 1.2
buf_4: 16 / 0.96
fa_1: 24 / 3.9
inv_1: 119 / 3.6
nor2_1: 113 / 3.4
o31a_1: 5 / 0.35
nand4_1: 9 / 0.45
a22oi_1: 8 / 0.48
o21bai_1: 10 / 0.60
and2_1: 81 / 4.1
## layout make-up
type                       count  area [um^2]  area share [%]
multi-input combinational   1359         9700            71.1
sequential                   129         2020            14.8
timing repair buffer          92          876            6.42
tap                          396          495            3.63
inverter                     124          465            3.41
clock buffer                   4         88.8           0.651
antenna                        2         5.00          0.0367
## cell families after synthesis
| family | after synthesis | share of synthesized area [%] |
|---|---|---|
| compound gates | 449 | 23.4 |
| buf+inv | 198 | 6.48 |
| simple gates | 563 | 22.4 |
| fa+ha+maj | 198 | 21.3 |
| other cells | 1 | 0.0301 |
| xor+xnor | 101 | 7.32 |
| flops | 16 | 2.57 |
| latches | 113 | 13.6 |
| mux | 33 | 2.86 |
## how the worst max path moves through the flow
stage	from	to	slack, ns	depth (start not counted)
CTS	op[8]	out[14]	2.44	12
global route	op[8]	out[0]	2.22	12
finish	op[8]	out[14]	2.40	12
## power groups by stage
stage / clock network [W] / registers [W] / logic (W)
CTS: 0.0000883 / 0.0000642 / 0.0000480
global route: 0.0000911 / 0.0000641 / 0.0000511
finish: 0.0000858 / 0.0000642 / 0.0000480
No activity file was given, so power comes from the tool's default toggle rates.
